`flow/constraint.sdc`:
```
current_design RAMemory

set clk_period 29.1
set clk_io_pct 0.2

create_clock -name clk0 -period $clk_period [get_ports {clk}]

set non_clock_inputs [all_inputs -no_clocks]
set_input_delay [expr $clk_period * $clk_io_pct] -clock clk0 $non_clock_inputs
set_output_delay [expr $clk_period * $clk_io_pct] -clock clk0 [all_outputs]
```
`flow/config.mk`:
```
export PLATFORM = sky130hd
export DESIGN_NAME = RAMemory
export DESIGN_NICKNAME = RAMemory
export VERILOG_FILES = /design/flow/design.v
export SDC_FILE = /design/flow/constraint.sdc
export NUM_CORES = 4
export LEC_CHECK = 1
export CORE_UTILIZATION = 30
```
`flow/design.v`:
```
module RAMemory (input clk, input wire [7:0] dataIN, output wire [7:0] dataOUT, input wire [7:0] addr, input wire sel);
	reg [7:0] register [0:255];
	assign dataOUT = register[addr];
	always @(posedge(clk)) begin
		if(sel) begin
			register[addr] = dataIN;
		end
	end
endmodule
```
`flow/run.sh`:
```
#!/bin/bash
# OpenROAD 26Q1-2900-gdf79404cd8, Yosys 0.63+post, stock flow scripts
make -C /OpenROAD-flow-scripts/flow DESIGN_CONFIG=/design/flow/config.mk WORK_HOME=/design/flow/orfs finish
```
==> tab_implementation.tex <==
% Yosys + OpenROAD metrics
\begin{tabular}{lr}
\hline
Metric & Value \\
\hline
\multicolumn{2}{l}{\textbf{Synth}} \\
\quad Proportion of register bits with asynchronous set or reset after synthesis & 0 \\
\quad Synth Area per Inst & 22.1 µm² \\
\quad Mapped Area & 78300 µm² \\
\quad Sequential share of the synthesized area & 0.785 \\
\quad Number of warning messages in the yosys log & 1 \\
\quad Gate count after technology mapping & 3539 \\
\quad Area leader, netlist & sky130\_fd\_sc\_hd\_\_edfxtp\_1 \\
\quad Number of unique standard cell types used by synthesis & 21 \\
\quad Most repeated cell in the gate-level netlist after synthesis & sky130\_fd\_sc\_hd\_\_edfxtp\_1 \\
\quad MUX share of area & 0.147 \\
\quad Post-synth top area share & 0.785 \\
\quad Dominant kind of combinational cell & multiplexers \\
\quad Flip-flop cell with the highest count after synthesis & sky130\_fd\_sc\_hd\_\_edfxtp\_1 \\
\quad Flip-flops with a built-in enable & between 2000 and 2500 \\
\quad Largest cells by area after synthesis & sky130\_fd\_sc\_hd\_\_edfxtp\_1, sky130\_fd\_sc\_hd\_\_mux4\_2, sky130\_fd\_sc\_hd\_\_a22oi\_1, sky130\_fd\_sc\_hd\_\_nor2\_1, sky130\_fd\_sc\_hd\_\_a21oi\_1 \\
\quad Adder-cell share of the synthesized area & 0 \\
\quad Flop and latch count out of synthesis & 2048 \\
\quad Number of cell instances after yosys synthesis & 3539 \\
\quad Post-synth area from yosys stat & 78300 µm² \\
\quad Area fraction in xor and xnor cells & 0 \\
\quad Commonest cells in the netlist & sky130\_fd\_sc\_hd\_\_edfxtp\_1, sky130\_fd\_sc\_hd\_\_mux4\_2, sky130\_fd\_sc\_hd\_\_a22oi\_1 \\
\quad Simple logic cell fraction of the synthesized area & 0.0174 \\
\quad Area fraction in compound gates & 0.0363 \\
\multicolumn{2}{l}{\textbf{Setup path}} \\
\quad Number of buffers and inverters on the critical path & 7 \\
\quad Critical path startpoint category & input pin \\
\quad Highest net fanout along the worst path & slightly below 60 \\
\quad Worst Path Arrival & 11.83 ns \\
\quad Critical path, cell by cell & buf\_8, buf\_4, buf\_4, buf\_12, buf\_4, buf\_4, mux4\_2, a22oi\_1, a21oi\_1, o41ai\_1, nand4\_1, clkdlybuf4s50\_1 \\
\quad Req. time, crit path & 23.28 ns \\
\quad CP dominant cell by count & sky130\_fd\_sc\_hd\_\_buf\_4 \\
\quad Endpoint class of the critical path & output pin \\
\quad Slowest stage cell, crit path & sky130\_fd\_sc\_hd\_\_o41ai\_1 \\
\quad Crit path largest cell delay & 0.65 ns \\
\quad CP delay by family, top & buffers and inverters \\
\quad Setup Crit Path Kind & input pin to output pin \\
\multicolumn{2}{l}{\textbf{Route}} \\
\quad Detailed-route wire length & 191000 µm \\
\quad Via total after detailed routing & 36874 \\
\quad Count of nets left with antenna violations after detail routing & 0 \\
\quad Vias per cell & approximately 5 \\
\quad DRC viols & 0 \\
\quad Detailed-routing iteration count for the pre-antenna-repair pass & 5 \\
\quad Detailed Route Iter0 Violations & 2704 \\
\quad Detailed-route wire length per cell & 26.2 µm \\
\multicolumn{2}{l}{\textbf{Die}} \\
\quad Chip height & 513 µm \\
\quad Die extent in x & 513 µm \\
\quad Starting utilization of the core area & 0.302 \\
\quad Cell Rows & 187 \\
\quad Boundary Pins & 26 \\
\quad Die area & around 260000 µm² \\
\quad Area of the placeable core & 260000 µm² \\
\multicolumn{2}{l}{\textbf{Finish}} \\
\quad Sequential cell area in the final layout & 61500 µm² \\
\quad Flip-flop count of the largest register after layout & roughly 2000 \\
\quad Tally of filler cells in the layout & 23703 \\
\quad Area of the multi-input gates & 15800 µm² \\
\quad Final Util & 0.345 \\
\quad P\&R area growth vs syn & 14.3\% \\
\quad Fraction of final layout cells with drive strength greater than 1 & 0.257 \\
\multicolumn{2}{l}{\textbf{Global route}} \\
\quad Wire length of the first global-routing pass & 280000 µm \\
\quad Initial antenna violation count & 5 \\
\quad Residual overflow from global routing & 0 \\
\quad Vias in the first global route & 41170 \\
\quad Pin count of the biggest net entering global routing & 90 \\
\quad Global-route usage over all layers & 0.157 \\
\multicolumn{2}{l}{\textbf{Timing}} \\
\quad Endpoints failing hold & 0 \\
\quad Slew at the pin closest to its max-slew limit & 1.01 ns \\
\quad Final max-slew violation count & 0 \\
\quad Final setup margin & 11.45 ns \\
\quad Setup repair after global routing missed its margin & no \\
\quad Slew Limit Headroom & 0.319 \\
\quad Final critical path time including I/O delays and setup & 17.65 ns \\
\quad Final critical-path share of the clock period & 0.606 \\
\quad Total of endpoints with negative setup slack in the final report & 0 \\
\quad Setup total negative slack & 0 ns \\
\quad Max Fclk & 0.0567 GHz \\
\multicolumn{2}{l}{\textbf{Placed design}} \\
\quad Total half-perimeter wirelength after legalization and detailed placement & 114000 µm \\
\quad GPL Wtd Cong & 0.873 \\
\quad Number of I/O port buffers & 25 \\
\quad Worst-case setup slack after placement & 11.23 ns \\
\multicolumn{2}{l}{\textbf{Clock network}} \\
\quad Number of clock sinks & 2048 \\
\quad CTS clock-pin slew for the worst setup and hold paths & 0.06 ns \\
\quad Post-CTS Setup Repair Bufs & 0 \\
\quad TritonCTS clock tree & built \\
\quad Root buf cell & sky130\_fd\_sc\_hd\_\_clkbuf\_16 \\
\quad Number of H-tree levels & 4 \\
\quad Maximum root-to-sink buffer count & 3 \\
\quad Clock buffer count from CTS & 200 \\
\quad Count of hold buffers inserted by post-cts repair & 0 \\
\quad Post-cts sizing count & 0 \\
\multicolumn{2}{l}{\textbf{Worst hold path}} \\
\quad Hold path startpoint & dataIN[5] \\
\quad Worst hold-check path type & input pin to flop \\
\quad Worst Hold Path EP & register[9][5]\$\_DFFE\_PP\_ \\
\quad WHS Path Cells & 1 \\
\multicolumn{2}{l}{\textbf{Flow run}} \\
\quad OpenROAD warnings & 26 \\
\quad Max Cap Viol & 0 \\
\multicolumn{2}{l}{\textbf{Power}} \\
\quad VDD IR max & between 40 and 50 µV \\
\quad Power density relative to cell area & between 60 and 70 nW/µm² \\
\quad Cell leakage power & around 27 nW \\
\multicolumn{2}{l}{\textbf{Outcome}} \\
\quad Status & finished, final reports clean \\
\hline
\end{tabular}
==> area by class of cell <==
class | count | share of cell area
Timing Repair Buffer | 215 | 0.0197
Inverter | 1 | 0.0000419
Tap cell | 3402 | 0.0475
Antenna cell | 2 | 0.0000559
Clock inverter | 117 | 0.0115
Sequential cell | 2048 | 0.687
Multi-Input combinational cell | 1258 | 0.176
Clock buffer | 249 | 0.0579
==> per-layer routing <==
layer,routed length [µm],part of all wire,global-route usage,vias to the layer above
met4,5360,0.028,0.0359,8
li1,-,-,-,15445
met3,30400,0.16,0.116,289
met5,120,0.00063,0.00365,-
met2,91700,0.48,0.237,2140
met1,63300,0.33,0.180,18992
==> power breakdown <==
part / total (mW) / switching (mW) / internal, mW
clock: 2.44 / 1.08 / 1.36
combinational: 0.273 / 0.179 / 0.0941
sequential: 3.25 / 0.00127 / 3.25
total: 5.97 / 1.26 / 4.70
==> stage by stage <==
step | cells | hold slack [ns] | power [mW] | cell area, µm²
floorplan | 3539 | 5.92 | 3.46 | 78300
detailed placement | 6924 | 6.29 | 3.59 | 83300
global placement | 6924 | 6.28 | 3.59 | 83300
CTS | 7290 | 5.39 | 6.03 | 89500
global route | 7291 | 5.43 | 6.15 | 89500
finish | 7292 | 5.45 | 5.97 | 89500
==> worst max path at each step <==
stage,startpoint,to,slack (ns),cells after the start
5_1_grt,addr[0],dataOUT[1],10.95,12
6_report,addr[0],dataOUT[1],11.45,12
4_1_cts,addr[0],dataOUT[1],11.22,12
==> layout by cell type (no fill, tap or decap), drive strengths merged <==
| master | instances |
|---|---|
| a21oi | 128 |
| nand2b | 6 |
| clkdlybuf4s50 | 15 |
| bufinv | 10 |
| nor2b | 7 |
| inv | 6 |
| diode | 2 |
| edfxtp | 2048 |
| nand3 | 13 |
| nor3 | 30 |
| o41ai | 32 |
| mux4 | 512 |
| buf | 200 |
| nand2 | 28 |
| clkinv | 99 |
| clkbuf | 249 |
| clkinvlp | 3 |
| nor2 | 232 |
| or3 | 1 |
| nand4 | 8 |
| or2 | 2 |
| and2 | 3 |
| a22oi | 256 |
==> kinds of logic (layout without fill, tap and decap cells) <==
logic type	Yosys count	in the layout
AND-OR/OR-AND	416	416
buffers and inverters	233	582
flip-flops	2048	2048
multiplexers	512	512
other	0	2
AND/OR/NAND/NOR	330	330
Power and IR drop assume default switching activity.
