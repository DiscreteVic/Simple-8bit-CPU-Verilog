`flow/run.sh`:
```
#!/bin/bash
# OpenROAD 26Q1-2900-gdf79404cd8, Yosys 0.63+post, stock flow scripts
make -C /OpenROAD-flow-scripts/flow DESIGN_CONFIG=/design/flow/config.mk WORK_HOME=/design/flow/orfs finish
```
`flow/config.mk`:
```
export PLATFORM = sky130hd
export DESIGN_NAME = SevSegController
export DESIGN_NICKNAME = SevSegController
export VERILOG_FILES = /design/flow/design.v
export SDC_FILE = /design/flow/constraint.sdc
export NUM_CORES = 4
export LEC_CHECK = 1
export CORE_AREA = 10 10 70 70
export DIE_AREA = 0 0 80 80
```
`flow/constraint.sdc`:
```
current_design SevSegController

set clk_period 1.0
set clk_io_pct 0.2

create_clock -name clk0 -period $clk_period

set non_clock_inputs [all_inputs -no_clocks]
set_input_delay [expr $clk_period * $clk_io_pct] -clock clk0 $non_clock_inputs
set_output_delay [expr $clk_period * $clk_io_pct] -clock clk0 [all_outputs]
```
`flow/design.v`:
```
module SevSegController(input [3:0]dig, input  dot, output [7:0]leds);
	 wire [7:0]reg_leds;
	 assign reg_leds[0] = ((dig==4'h1) | (dig==4'h4) | (dig==4'hb) | (dig==4'hd));
	 assign reg_leds[1] = ((dig==4'h5) | (dig==4'h6) | (dig==4'hb) | (dig==4'hc) | (dig==4'he) | (dig==4'hf));
	 assign reg_leds[2] = ((dig==4'h2) | (dig==4'hc) | (dig==4'he) | (dig==4'hf));
	 assign reg_leds[3] = ((dig==4'h1) | (dig==4'h4) | (dig==4'h7) | (dig==4'h9) | (dig==4'ha) | (dig==4'hf));
	 assign reg_leds[4] = ((dig==4'h1) | (dig==4'h3) | (dig==4'h4) | (dig==4'h5) | (dig==4'h7) | (dig==4'h9));
	 assign reg_leds[5] = ((dig==4'h1) | (dig==4'h2) | (dig==4'h3) | (dig==4'h7) | (dig==4'hd));
	 assign reg_leds[6] = ((dig==4'h0) | (dig==4'h1) | (dig==4'h7) | (dig==4'hc));
	 assign reg_leds[7] = !dot;
	 assign leds = reg_leds;	
endmodule
```
==> impl_metrics.tcl <==
# flow metrics
set metrics [dict create \
    status "finished, violations left" \
    violations "setup timing" \
    seq_cells 0 \
    synth_area_um2 205 \
    port-buffer-count 13 \
    startpoint "dig[3]" \
    hold_viol 0 \
    hold_slack_ps 617 \
    coreArea_um2 3420 \
    holdBufCountCts 0 \
    cp-start-kind "primary input" \
    cp-end-kind "primary output" \
    drt_iter0_markers 24 \
    wl_um 1090 \
    seq_area_um2 0 \
    fin_crit_ps 1170 \
    io-pin-count 13 \
    fmax_mhz 856 \
    ys_types 22 \
    postPlaceCellArea_um2 440 \
    grt_pass1_vias 378 \
    holdCritPathClass "in -> out" \
    rows 21 \
    die-area_um2 6400 \
    hold_start "dot" \
    ir_drop_mv 0.0734 \
    initCoreUtil 0.0601 \
    synth_seq_share 0 \
    synth_cells 32 \
    drt_first_pass_iters 3 \
    fin_area_um2 611 \
    worst_slack_ps -168 \
    yosysCellCount 32 \
    rsz0062_at_grt "true" \
    setup_violations 6 \
    yosys_area_um2 205 \
    track_usage 0.0319 \
    warnings 34 \
    ant_nets 0 \
    grt_pass1_wl_um 1780 \
    ys_warn_count 0 \
    clock_buffer_count 0 \
    grt.overflow.total 0 \
    required_ps 800 \
    hpwlAfterDp_um 701 \
    power_leakage_nw 0.266 \
    post_synth.cell_area_avg_um2 6.41 \
    fin_crit_sh 1.17 \
    drive_gt1_frac 0.786 \
    drc 0 \
    diodes 0 \
    tightest_slew_ps 234 \
    path_max_fanout 5 \
    via_per_inst 3.25 \
    arrival_ps 970 \
    via_count 332 \
    criticalPathCategory "in -> out" \
    maxCapViolations 0 \
    die_h_um 80 \
    gp_congestion 0.644 \
    drv_slew 0 \
    antenna_found_initial 0 \
    dieWidth_um 80 \
    wl_per_cell_um 10.7 \
    fillers 378 \
    powerDensity_nw_per_um2 411 \
    slew_headroom 0.843 \
    area_growth_pct 198 \
    grt_max_degree 9 \
]
[cell families after synthesis]
group,Yosys count,share of synthesized area
AND-OR/OR-AND,14,0.500
XOR/XNOR,1,0.0427
buffers and inverters,7,0.171
AND/OR/NAND/NOR,10,0.287
[routing by layer]
layer  part of all wire  global-route usage  vias to the layer above
met5                  0                   0                        -
met4                  0                   0                        0
met3              0.098              0.0114                        0
met2               0.51              0.0562                        8
met1               0.39              0.0382                      158
li1                   -                   -                      166
[critical path, cell delays in order]
cell     delay, ps
buf_8          100
buf_8          130
nor4b_4        240
a31oi_1         70
o31ai_1         80
buf_2          140
[Yosys cell counts, types with 2 or more instances]
| cell | instances | area, um^2 |
|---|---|---|
| inv_1 | 3 | 11.3 |
| o21ai_0 | 2 | 10.0 |
| nand2_1 | 3 | 11.3 |
| nor3_1 | 2 | 10.0 |
| a31oi_1 | 2 | 12.5 |
| o31ai_1 | 3 | 22.5 |
| buf_4 | 2 | 15.0 |
[repair_timing]
action,4_1_cts,5_1_grt
pin swaps,6,5
gates cloned,1,0
setup endpoints to repair,8,8
resized,75,14
setup buffers,5,1
[path summary, 6_finish.rpt]
| kind | cells after the start | slack (ps) | to |
|---|---|---|---|
| worst max-delay path | 6 | -170 | leds[0] |
| worst min-delay path | 3 | 620 | leds[7] |
[where the power goes]
| group | switching [W] | internal [W] | total [W] |
|---|---|---|---|
| clock | 0 | 0 | 0 |
| combinational | 0.000109 | 0.000142 | 0.000251 |
| sequential | 0 | 0 | 0 |
[placed cells by master (no fill, tap or decap), drive strengths merged, types with 2 or more instances in the layout]
master  instances
buf            26
inv             4
nand2           3
o31ai           3
o21ai           3
nand2b          2
a31oi           2
nor3            2
[area by class of cell]
type | count | area [um^2] | share of cell area
Inverter | 4 | 17.5 | 0.0287
Timing Repair Buffer | 27 | 251 | 0.412
Multi-Input combinational cell | 25 | 284 | 0.465
Tap cell | 46 | 57.6 | 0.0943
[stage by stage]
step           instances  utilization  TNS [ps]  setup WS [ps]   power, W
2_1_floorplan         32            -         0           31.6  0.0000688
3_3_place_gp          97        0.129     -6780           -955   0.000178
3_5_place_dp          97        0.129     -6880           -969   0.000179
4_1_cts              103        0.164      -965           -263   0.000226
5_1_grt              102        0.179      -765           -211   0.000272
6_report             102        0.179      -523           -168   0.000251
Power and IR drop assume default switching activity.
