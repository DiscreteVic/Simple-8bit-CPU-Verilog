[./run.sh]
#!/bin/bash
# OpenROAD 26Q1-2900-gdf79404cd8, Yosys 0.63+post, stock flow scripts
make -C /OpenROAD-flow-scripts/flow DESIGN_CONFIG=/design/flow/config.mk WORK_HOME=/design/flow/orfs finish
[./config.mk]
export PLATFORM = sky130hd
export DESIGN_NAME = ControlUnit
export DESIGN_NICKNAME = ControlUnit
export VERILOG_FILES = /design/flow/design.v
export SDC_FILE = /design/flow/constraint.sdc
export NUM_CORES = 4
export LEC_CHECK = 1
export CORE_AREA = 10 10 70 70
export DIE_AREA = 0 0 80 80
[./constraint.sdc]
current_design ControlUnit

set clk_period 1.0
set clk_io_pct 0.2

create_clock -name clk0 -period $clk_period [get_ports {clk}]

set non_clock_inputs [all_inputs -no_clocks]
set_input_delay [expr $clk_period * $clk_io_pct] -clock clk0 $non_clock_inputs
set_output_delay [expr $clk_period * $clk_io_pct] -clock clk0 [all_outputs]
[./design.v]
module ControlUnit (
	input clk, 
	input wire [3:0] opCode, 	
	output wire [15:0] ctrlSignals
	);
	reg cuA;
	reg cuB;
	reg cuZ;
	reg cuY;
	reg cuR;
	reg cuALU;
	reg cuShfU;
	reg cuShfD;
	reg cuRam;
	reg cuMuxA;
	reg cuMuxB;
	reg cuDex;
	reg cuJp;
	reg cuJpc;
	reg [1:0]cuComp;
	reg [3:0]cmd;
	assign ctrlSignals[0] = cuA;     
	assign ctrlSignals[1] = cuB;
	assign ctrlSignals[2] = cuZ;
	assign ctrlSignals[3] = cuY;
	assign ctrlSignals[4] = cuR;
	assign ctrlSignals[5] = cuALU;  
	assign ctrlSignals[6] = cuShfU; 
	assign ctrlSignals[7] = cuShfD; 
	assign ctrlSignals[8] = cuRam; 
	assign ctrlSignals[9] = cuMuxA; 
	assign ctrlSignals[10] = cuMuxB; 
	assign ctrlSignals[11] = cuDex; 
	assign ctrlSignals[12] = cuJp; 
	assign ctrlSignals[13] = cuJpc; 
	assign ctrlSignals[14] = cuComp[0]; 
	assign ctrlSignals[15] = cuComp[1]; 
	initial begin
		cuA <= 0;
		cuB <= 0;
		cuZ <= 0;
		cuY <= 0;
		cuR <= 0;
		cuRam <= 0;
	end
	always @(posedge(clk)) begin
		case (opCode)
		4'b0000 : begin  
						cuRam  = 0;
						cuA = 0;
						cuB = 0;
						cuZ = 0;
						cuY = 0;
						cuR = 1;
						cuALU = 0;
						cuShfD = 0;
						cuShfU = 0;
						cuMuxA = 0;
						cuMuxB = 0;
						cuDex = 0;	
						cuJp = 0;
						cuJpc = 0;
						cuComp = 2'b00;
					 end
		4'b0001 : begin  
						cuRam  = 0;
						cuA = 0;
						cuB = 0;
						cuZ = 0;
						cuY = 0;
						cuR = 1;
						cuALU = 1;
						cuShfD = 0;
						cuShfU = 0;
						cuMuxA = 0;
						cuMuxB = 0;
						cuDex = 0;	
						cuJp = 0;
						cuJpc = 0;
						cuComp = 2'b00;
					 end
		4'b0010 : begin  
						cuRam  = 0;
						cuA = 1;
						cuB = 0;
						cuZ = 0;
						cuY = 0;
						cuR = 0;
						cuALU = 0;
						cuShfD = 0;
						cuShfU = 0;
						cuMuxA = 0;
						cuMuxB = 0;
						cuDex = 0;	
						cuJp = 0;
						cuJpc = 0;
						cuComp = 2'b00;
					 end
		4'b0011 : begin  
						cuRam  = 0;
						cuA = 0;
						cuB = 1;
						cuZ = 0;
						cuY = 0;
						cuR = 0;
						cuALU = 0;
						cuShfD = 0;
						cuShfU = 0;
						cuMuxA = 0;
						cuMuxB = 0;
						cuDex = 0;	
						cuJp = 0;
						cuJpc = 0;
						cuComp = 2'b00;
					 end
		4'b0100 : begin  
						cuRam  = 0;
						cuA = 0;
						cuB = 0;
						cuZ = 1;
						cuY = 0;
						cuR = 0;
						cuALU = 0;
						cuShfD = 0;
						cuShfU = 0;
						cuMuxA = 0;
						cuMuxB = 0;
						cuDex = 0;	
						cuJp = 0;
						cuJpc = 0;
						cuComp = 2'b00;
					 end
		4'b0101 : begin  
						cuRam  = 0;
						cuA = 0;
						cuB = 0;
						cuZ = 0;
						cuY = 0;
						cuR = 0;	
						cuALU = 0;
						cuShfD = 1;
						cuShfU = 0;
						cuMuxA = 0;
						cuMuxB = 0;
						cuDex = 0;	
						cuJp = 0;
						cuJpc = 0;
						cuComp = 2'b00;
					 end
		4'b0110 : begin  
						cuRam  = 0;
						cuA = 0;
						cuB = 0;
						cuZ = 0;
						cuY = 0;
						cuR = 0;
						cuALU = 0;
						cuShfD = 0;
						cuShfU = 1;
						cuMuxA = 0;
						cuMuxB = 0;
						cuDex = 0;	
						cuJp = 0;
						cuJpc = 0;
						cuComp = 2'b00;
					 end
		4'b0111 : begin  
						cuRam  = 0;
						cuA = 0;
						cuB = 0;
						cuZ = 0;
						cuY = 1;
						cuR = 0;	
						cuALU = 0;
						cuShfD = 0;
						cuShfU = 0;
						cuMuxA = 0;
						cuMuxB = 0;
						cuDex = 0; 
						cuJp = 0;
						cuJpc = 0;
						cuComp = 2'b00;
					 end
		4'b1000 : begin  
						cuRam  = 1;
						cuA = 0;
						cuB = 0;
						cuZ = 0;
						cuY = 0;
						cuR = 0;	
						cuALU = 0;
						cuShfD = 0;
						cuShfU = 0;
						cuMuxA = 0;
						cuMuxB = 1;
						cuDex = 1;	
						cuJp = 0;
						cuJpc = 0;
						cuComp = 2'b00;
					 end
		4'b1001 : begin  
						cuRam  = 1;
						cuA = 0;
						cuB = 0;
						cuZ = 0;
						cuY = 0;
						cuR = 0;	
						cuALU = 0;
						cuShfD = 0;
						cuShfU = 0;
						cuMuxA = 0;
						cuMuxB = 0;
						cuDex = 0;	
						cuJp = 0;	
						cuJpc = 0;
						cuComp = 2'b00;
					 end
		4'b1010 : begin  
						cuRam  = 0;
						cuA = 0;
						cuB = 0;
						cuZ = 1;
						cuY = 0;
						cuR = 0;	
						cuALU = 0;
						cuShfD = 0;
						cuShfU = 0;
						cuMuxA = 1;
						cuMuxB = 0;
						cuDex = 0;	
						cuJp = 0;
						cuJpc = 0;	
						cuComp = 2'b00;
					 end
		4'b1011 : begin  
						cuRam  = 0;
						cuA = 0;
						cuB = 0;
						cuZ = 0;
						cuY = 0;
						cuR = 0;	
						cuALU = 0;
						cuShfD = 0;
						cuShfU = 0;
						cuMuxA = 0;
						cuMuxB = 0;
						cuDex = 0;	
						cuJp = 1;
						cuJpc = 0;
						cuComp = 2'b00;
					 end
		4'b1100 : begin  
						cuRam  = 0;
						cuA = 0;
						cuB = 0;
						cuZ = 0;
						cuY = 0;
						cuR = 0;	
						cuALU = 0;
						cuShfD = 0;
						cuShfU = 0;
						cuMuxA = 0;
						cuMuxB = 0;
						cuDex = 0;	
						cuJp = 0;
						cuJpc = 1;
						cuComp = 2'b00;
					 end
		4'b1101 : begin  
						cuRam  = 0;
						cuA = 0;
						cuB = 0;
						cuZ = 0;
						cuY = 0;
						cuR = 0;	
						cuALU = 0;
						cuShfD = 0;
						cuShfU = 0;
						cuMuxA = 0;
						cuMuxB = 0;
						cuDex = 0;	
						cuJp = 0;
						cuJpc = 1;
						cuComp = 2'b01;
					 end
		4'b1110 : begin  
						cuRam  = 0;
						cuA = 0;
						cuB = 0;
						cuZ = 0;
						cuY = 0;
						cuR = 0;	
						cuALU = 0;
						cuShfD = 0;
						cuShfU = 0;
						cuMuxA = 0;
						cuMuxB = 0;
						cuDex = 0;	
						cuJp = 0;
						cuJpc = 1;
						cuComp = 2'b10;
					 end
		default: begin 
						cuRam = 0;
						cuA = 0;
						cuB = 0;
						cuZ = 0;
						cuY = 0;
						cuR = 0;
						cuALU = 0;
						cuShfD = 0;
						cuShfU = 0;
						cuMuxA = 0;
						cuMuxB = 0;
						cuDex = 0;	
						cuJp = 0;
						cuJpc = 0;
						cuComp = 2'b00;
					 end
		endcase
	end
endmodule
==> deck_impl_summary.md <==
Physical Implementation Snapshot

Floorplanning
  – Die height: 80 µm
  – Core Rows: 21
  – Core Util at FP: 16.2%
  – Core box area: 0.00342 mm²
  – Chip Footprint: 0.00640 mm²
  – Die X: 80 µm
  – Ports: 21

GRT
  – Global-route wire length before repair: 1.72 mm
  – Met2 usage: 5.38%
  – Pin count of the biggest net entering global routing: 10
  – Vias in the first global route: 379
  – Most crowded layer after global routing: met2
  – Number of antenna violations at the first check in global routing: 0
  – Total GRT Usage: 3.38%
  – Met3 Use GR: 1.93%
  – GRT overflow: 0
  – Met1 GRT Util: 3.98%

Worst setup path
  – Critical Path Source Type: input pin
  – CP Capture Type: register
  – Critical path class: in2reg
  – Crit path DAT: 1200 ps
  – WP data required: 1230 ps
  – Crit-path max FO: 2

Drt
  – Drt wl/cell: 9.96 µm
  – Vias per cell: 3.15
  – First-pass DRT Iterations: 3
  – Ant. Diodes: 0
  – Violation tally from detailed-route iteration zero: 9
  – Final wirelength: 1.12 mm
  – Post-route ant nets: 0
  – Drt drc: 0
  – Via count: 353

Synth
  – Area share, top type: 54.4%
  – Seq/Total Area, Yosys: 54.4%
  – Top area cell types: dfxtp_1 54%, buf_4 19%, nor3_1 4.5%, nor3b_1 4.1%, nor2_1 3.4%
  – Ys flops: 15
  – Ys cells: 54
  – Mapped Avg Cell Area: 10.2 µm²
  – Synthesized instance count: 54
  – Yosys top cell by area: dfxtp_1
  – Chip area line of the yosys report: 552 µm²
  – Distinct lib cells: 13
  – YS warnings: 1
  – Synthesized area: 552 µm²

STA
  – Min Clock Period, post-route: 975 ps
  – RSZ-0062 raised after global routing: no
  – Hold Vio Cnt, Final: 0
  – Final worst slack: 25.5 ps
  – Final Max Tran Viols: 0
  – Slew @ Worst Pin: 194 ps
  – Setup TNS: 0 ps
  – Worst slew margin: 87.1%
  – Cycle use final: 97.5%
  – Fmax: 1030 MHz
  – Finish-stage setup viols: 0
  – Worst hold margin: 393 ps

Placement
  – Post-Place Worst Slack: -342 ps
  – Placed wire-length estimate: 905 µm
  – Placer Congestion: 0.814
  – Placed Cells: 108
  – DP Area: 721 µm²
  – Buffers on Ports: 20

Cells and area
  – Final instance area: 701 µm²
  – Fillers: 401
  – Post-route insts no fill: 112
  – Area growth, synth to finish: 27.0%
  – Share of cells above drive strength 1: 60.6%
  – Final Util: 20.5%

Clock tree
  – CTS root buf: clkbuf_4
  – # hold bufs at CTS: 0
  – H-tree levels: 1
  – Sink Count: 15
  – Max Buffers Root-to-Sink: 2
  – CTS tree: done
  – Num CTS Buffers: 3
  – Worst-path clk slew: 90 ps

Power and ir drop
  – Sequential cell fraction of total power: 59.0%
  – Comb power frac: 9.3%
  – Clock share of power: 31.7%
  – Maximum VDD drop: 0.887 mV
  – Int Pwr: 0.821 mW
  – Pleak: 0.304 nW
  – Sw Share: 22.1%
  – Sw Pwr: 0.233 mW
  – Pwr Density: 1500 mW/mm²
  – Total power: 1.05 mW

Job
  – Max Cap Viol: 0
  – Count of tool warnings: 25

Run status
  – Status: finished, final reports clean

Worst hold path
  – Worst min path class: in2reg
[logic make-up (layout without fill, tap and decap cells)]
logic type      count (synthesis)  count (layout)  share of synthesized area (%)
simple gates                   20              20                           20.2
buf+inv                        17              29                           22.9
compound gates                  2               2                           2.49
flops                          15              15                           54.4
[cells in the final DEF (no fill, tap or decap)]
cell type | Yosys | final
or2b_4 | 0 | 1
clkinv_2 | 0 | 1
nand2_1 | 3 | 3
dlygate4sd2_1 | 0 | 1
a21oi_1 | 1 | 1
nand2b_1 | 2 | 2
nor3b_1 | 3 | 1
clkbuf_2 | 0 | 15
clkdlybuf4s50_1 | 0 | 3
dfxtp_1 | 15 | 7
nor3b_2 | 0 | 2
nor3_1 | 5 | 3
buf_2 | 2 | 1
o21ai_2 | 1 | 1
nor2_1 | 5 | 5
buf_4 | 14 | 5
nor3_2 | 0 | 2
clkbuf_4 | 0 | 3
or4b_4 | 1 | 1
dfxtp_2 | 0 | 8
[layout make-up]
| class | count | area [µm²] | share of cell area (%) |
|---|---|---|---|
| flip-flops and latches | 15 | 310 | 44.3 |
| repair buffers | 25 | 156 | 22.3 |
| multi-input cells | 22 | 149 | 21.3 |
| well taps | 46 | 57.6 | 8.21 |
| clock buffers | 3 | 22.5 | 3.21 |
| clock inverters | 1 | 5.00 | 0.714 |
[Yosys cell counts]
library cell,number
buf_4,14
o21ai_2,1
nor2_1,5
nand2_1,3
nor3_1,5
nor3b_1,3
buf_2,2
or4b_4,1
buf_6,1
or2b_1,1
nand2b_1,2
dfxtp_1,15
a21oi_1,1
[registers in the layout (all words and copies together), names as in the netlist]
name / flops
cuShfD: 1
cuMuxA: 1
cuB: 1
cuJp: 1
cuR: 1
cuShfU: 1
cuRam: 1
cuMuxB: 1
cuZ: 1
cuJpc: 1
cuComp: 2
cuALU: 1
cuY: 1
cuA: 1
[path summary, 6_finish.rpt]
path	start	end	slack, ps	cells after the start
worst min-delay path	opCode[1]	cuComp[0]	390	3
worst max-delay path	opCode[3]	cuZ	30	3
[power groups by stage]
stage     sequential (mW)  clock [mW]  combinational (mW)
6_report            0.622       0.334              0.0982
5_1_grt             0.625       0.385               0.110
4_1_cts             0.621       0.339               0.106
[critical path: stages]
cell	delay, ps
clkdlybuf4s50_1	420
or4b_4	520
o21ai_2	60
[timing repair]
item / in CTS / in global routing
pin swaps: 0 / 0
resized: 36 / 27
endpoints found under the setup margin: 18 / 18
buffers inserted: 0 / 0
[metal layers]
metal | vias up | part of all wire [%]
met5 | - | 0
met4 | 0 | 0.81
met3 | 2 | 8.5
met2 | 16 | 41
met1 | 153 | 50
li1 | 182 | -
No activity file was given, so power comes from the tool's default toggle rates.
